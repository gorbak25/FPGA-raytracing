$ cat flow/run.sh
#!/bin/bash
# OpenROAD 26Q1-2900-gdf79404cd8, Yosys 0.63+post, stock flow scripts
make -C /OpenROAD-flow-scripts/flow DESIGN_CONFIG=/design/flow/config.mk WORK_HOME=/design/flow/orfs finish
$ cat flow/config.mk
export PLATFORM = sky130hd
export DESIGN_NAME = traced_materials
export DESIGN_NICKNAME = traced_materials
export VERILOG_FILES = /design/flow/design.v
export SDC_FILE = /design/flow/constraint.sdc
export NUM_CORES = 4
export LEC_CHECK = 1
export CORE_UTILIZATION = 40
export SYNTH_MEMORY_MAX_BITS = 65536
$ cat flow/constraint.sdc
current_design traced_materials

set clk_period 90.2
set clk_io_pct 0.2

create_clock -name clk0 -period $clk_period [get_ports {clk}]

set non_clock_inputs [all_inputs -no_clocks]
set_input_delay [expr $clk_period * $clk_io_pct] -clock clk0 $non_clock_inputs
set_output_delay [expr $clk_period * $clk_io_pct] -clock clk0 [all_outputs]
$ cat flow/design.v
`timescale 1ns / 1ps
module traced_materials(
		input clk,
		input rst,
		input[2:0] mat_id,
		input          l2_write_enable,
		input[2:0]     l2_write_id,
		input[289-1:0] l2_write_material,
		input          l2_flush_to_l1,
		output [95:0] ambient_color,
		output is_diffuse,
		output [95:0] diffuse_color,
		output [95:0] reflection_color
    );
	 reg[289-1:0] material_definitions_l1[7:0];
	 reg[289-1:0] material_definitions_l2[7:0];
	 integer i;
	 initial begin
		 material_definitions_l1[0][32*1-1 : 32*0] = 32'd16777216;
		 material_definitions_l1[0][32*2-1 : 32*1] = 32'd16777216;
		 material_definitions_l1[0][32*3-1 : 32*2] = 32'd16777216;
		 material_definitions_l1[0][32*4-1 : 32*3] = 32'd16777216;
		 material_definitions_l1[0][32*5-1 : 32*4] = 0;
		 material_definitions_l1[0][32*6-1 : 32*5] = 0;
		 material_definitions_l1[0][32*7-1 : 32*6] = 0;
		 material_definitions_l1[0][32*8-1 : 32*7] = 0;
		 material_definitions_l1[0][32*9-1 : 32*8] = 0;
		 material_definitions_l1[0][32*9   : 32*9] = 1;
		 material_definitions_l1[1][32*1-1 : 32*0] = 32'd16777216;
		 material_definitions_l1[1][32*2-1 : 32*1] = 32'd16777216;
		 material_definitions_l1[1][32*3-1 : 32*2] = 32'd16777216;
		 material_definitions_l1[1][32*4-1 : 32*3] = 0;
		 material_definitions_l1[1][32*5-1 : 32*4] = 32'd16777216;
		 material_definitions_l1[1][32*6-1 : 32*5] = 0;
		 material_definitions_l1[1][32*7-1 : 32*6] = 0;
		 material_definitions_l1[1][32*8-1 : 32*7] = 0;
		 material_definitions_l1[1][32*9-1 : 32*8] = 0;
		 material_definitions_l1[1][32*9   : 32*9] = 1;
		 material_definitions_l1[2][32*1-1 : 32*0] = 32'd16777216;
		 material_definitions_l1[2][32*2-1 : 32*1] = 32'd16777216;
		 material_definitions_l1[2][32*3-1 : 32*2] = 32'd16777216;
		 material_definitions_l1[2][32*4-1 : 32*3] = 0;
		 material_definitions_l1[2][32*5-1 : 32*4] = 0;
		 material_definitions_l1[2][32*6-1 : 32*5] = 32'd16777216;
		 material_definitions_l1[2][32*7-1 : 32*6] = 0;
		 material_definitions_l1[2][32*8-1 : 32*7] = 0;
		 material_definitions_l1[2][32*9-1 : 32*8] = 0;
		 material_definitions_l1[2][32*9   : 32*9] = 1;
		 for(i = 3; i<8; i=i+1) begin
			material_definitions_l1[i] = 0;
		 end
		 for(i = 0; i<8; i=i+1) begin
			material_definitions_l2[i] = 0;
		 end
	 end
	 reg[3:0] flushing;
	 initial flushing = 4'd8;
	 reg [289-1:0] flush_buff;
	 reg flush_delay;
	 initial flush_delay = 0;
	 reg [289-1:0] l1_output_buff;
	 assign ambient_color   = l1_output_buff[96*1-1 : 96*0];
	 assign diffuse_color    = l1_output_buff[96*2-1 : 96*1];
	 assign reflection_color = l1_output_buff[96*3-1 : 96*2];
	 assign is_diffuse       = l1_output_buff[96*3   : 96*3];
	 always @(posedge clk) begin
		if(rst) begin
			 flushing <= 4'd8;
			 flush_delay <= 0;
		end else begin
			if(l2_flush_to_l1) begin
				flushing <= 0;
				flush_delay <= 0;
			end
			if(l2_write_enable) begin
				material_definitions_l2[l2_write_id] <= l2_write_material;
			end
			if(flushing < 4'd8) begin
				flush_buff <= material_definitions_l2[flushing];
				flush_delay <= 1;
				if(flush_delay) begin
					flush_delay <= 0;
					material_definitions_l1[flushing] <= flush_buff;
					flushing <= flushing + 1;
				end
			end
			l1_output_buff <= material_definitions_l1[mat_id];
		end
	 end
 endmodule
==> PnR_summary.wiki <==
=== Synthesis and place and route ===
{| class="wikitable"
! Metric !! Value
|-
| Detailed-placement wirelength estimate || 246000 µm
|-
| Die Span X || 693 µm
|-
| Most used flip-flop cell after synthesis || sky130_fd_sc_hd__edfxtp_1
|-
| Most frequent cells after synthesis || sky130_fd_sc_hd__edfxtp_1 (5202), sky130_fd_sc_hd__mux4_2 (1156), sky130_fd_sc_hd__mux2_2 (579), sky130_fd_sc_hd__clkbuf_1 (102), sky130_fd_sc_hd__buf_1 (72)
|-
| Area fraction of the dominant cell type after synthesis || 81.8%
|-
| Final core utilization || 46.8%
|-
| Die height || 693 µm
|-
| Number of enable flip-flop cells || 5202
|-
| Count of final setup violators || 0
|-
| Cell row count || 253
|-
| Total placed cells including tap cells || 14200
|-
| TritonCTS clock tree || done
|-
| First-pass GRT wire length || 610000 µm
|-
| Global-route congestion overflow total || 0
|-
| Kind of launch point of the worst setup path || input pin
|-
| Number of design-rule violations left by the first detailed-router iteration || 4769
|-
| Vias per cell || 5.26
|-
| Residual antenna-violating net count after detailed routing || 0
|-
| Overall routing resource usage || 19.4%
|-
| # H-tree levels || 6
|-
| Number of top-level pins || 588
|-
| Number of gates given a new drive strength after cts || 0
|-
| Cell types with the largest area share after synthesis || sky130_fd_sc_hd__edfxtp_1 (82%), sky130_fd_sc_hd__mux4_2 (14%), sky130_fd_sc_hd__mux2_2 (3.4%)
|-
| Yosys warnings || 1
|-
| Number of search-and-repair iterations in the first detailed-routing pass || 5
|-
| Fraction of final layout cells sized beyond drive strength 1 || 31.0%
|-
| Arrival time worst endpoint || 23.94 ns
|-
| Class of the most critical setup path || input pin to flop
|-
| Number of instances on the worst hold path || 0
|-
| Slew at the pin closest to its max-slew limit || 0.905 ns
|-
| Peak VDD IR || 24.8 µV
|-
| Power density relative to cell area || 22.4 nW/µm²
|-
| Die footprint || 480000 µm²
|-
| Final Max Tran Viols || 0
|-
| Clock Tree Root || sky130_fd_sc_hd__clkbuf_16
|-
| Chip Area, Yosys || 191000 µm²
|-
| Max capacitance violation total || 0
|-
| Number of port buffers || 587
|-
| Highest net fanout along the worst path || 41
|-
| Number of cell instances on the worst register-to-register path || 8
|-
| Clock latency on the worst-skew pair || 1.06 ns
|-
| OpenROAD warning count || 29
|-
| Average size of a mapped cell || 26.1 µm²
|-
| Routed wire length || 419000 µm
|-
| Number of standard cells in the layout, taps in and fillers out || 15200
|-
| Clock transition at the registers of the reported paths || 0.06 ns
|-
| Gp weighted congestion || 0.794
|-
| Wirelength per Cell || 27.6 µm
|-
| Number of CTS-inserted buffers || 537
|-
| Number of distinct library cells after synthesis || 21
|-
| Cell area after technology mapping || 191000 µm²
|-
| Required time at the worst-slack endpoint || 90.86 ns
|-
| Pre-Place Util || 40.2%
|-
| Worst hold slack after final layout || 0.596 ns
|-
| Most common cell in the netlist || sky130_fd_sc_hd__edfxtp_1
|-
| Initial antenna violation count || 99
|-
| Number of global-route vias before repair || 90200
|-
| Status || finished clean
|-
| Worst setup skew after layout || 0.0768 ns
|-
| Count of fill cells added during filler insertion || 37200
|-
| Clk buf depth || 4
|-
| Final cycle utilization of the critical path || 25.8%
|-
| Total vias in the final route || 79800
|-
| Cells after Synth || 7311
|-
| Period minus WS final || 23.28 ns
|-
| Leakage power || 0.0679 µW
|-
| Hold bufs inserted after CTS || 0
|-
| Proportion of synthesized flip-flops having asynchronous set or reset || 0%
|-
| Number of buffers added for setup after CTS || 0
|-
| Part of the Yosys area used for sequential elements || 81.8%
|-
| Highest achievable clock rate || 43.0 MHz
|-
| Number of standard cells reported by yosys || 7311
|-
| Area added between synthesis and finish || 16.4%
|-
| Sink Count || 5207
|-
| Pin count of the biggest net entering global routing || 111
|-
| Drc violations || 0
|-
| Number of hold-slack violations in the final timing report || 0
|-
| Slew HR || 39.6%
|-
| Worst hold path class || flop to flop
|-
| Final TNS setup || 0 ns
|-
| CP endpoint kind || flop
|-
| Number of flip-flops and latches in the synthesized netlist || 5207
|-
| RSZ-0062 raised after global routing || false
|-
| Area of the core region || 475000 µm²
|-
| Cell type with the largest total area || sky130_fd_sc_hd__edfxtp_1
|}
-- layer usage --
metal	track usage, %	part of all wire, %	vias to the layer above
li1	-	-	33700
met1	23.4	32	40700
met2	30.1	50	4666
met3	13.3	15	710
met4	3.58	2.4	66
met5	0	0.091	-
-- power by group --
part           leakage, µW  switching [µW]  total (µW)  internal, µW
clock              0.00829             926        2130          1200
combinational       0.0124            70.9         140          69.3
sequential          0.0472            22.8        2720          2700
total               0.0679            1020        4990          3970
-- layout by cell type (no fill, tap or decap), types with 3 or more instances in the layout --
master                               n
sky130_fd_sc_hd__edfxtp_1         5202
sky130_fd_sc_hd__mux4_2           1156
sky130_fd_sc_hd__clkdlybuf4s50_1   584
sky130_fd_sc_hd__mux2_2            579
sky130_fd_sc_hd__clkbuf_16         542
sky130_fd_sc_hd__buf_4             206
sky130_fd_sc_hd__clkinv_1          118
sky130_fd_sc_hd__clkbuf_1          109
sky130_fd_sc_hd__clkinv_2           83
sky130_fd_sc_hd__bufinv_16          29
sky130_fd_sc_hd__clkinv_16          28
sky130_fd_sc_hd__diode_2            23
sky130_fd_sc_hd__buf_12             22
sky130_fd_sc_hd__clkinvlp_4         15
sky130_fd_sc_hd__nor2_4             13
sky130_fd_sc_hd__inv_16             13
sky130_fd_sc_hd__nand2b_1            7
sky130_fd_sc_hd__clkinv_8            7
sky130_fd_sc_hd__inv_6               7
sky130_fd_sc_hd__clkinv_4            5
sky130_fd_sc_hd__inv_8               4
sky130_fd_sc_hd__nand3b_1            4
sky130_fd_sc_hd__nor3_2              4
sky130_fd_sc_hd__nand2_1             4
sky130_fd_sc_hd__a21oi_1             4
sky130_fd_sc_hd__dfxtp_4             3
sky130_fd_sc_hd__buf_8               3
-- path summary, 6_finish.rpt --
check        slack, ns                       from                                   endpoint
max              66.92                        rst  material_definitions_l1[1][165]$_DFFE_PP_
min reg2reg       0.60  flush_buff[194]$_DFFE_PP_  material_definitions_l1[7][194]$_DFFE_PP_
min               0.60  flush_buff[194]$_DFFE_PP_  material_definitions_l1[7][194]$_DFFE_PP_
max reg2reg      84.48     flushing[2]$_SDFF_PP0_                  flush_buff[179]$_DFFE_PP_
-- flip-flops by register name, indices dropped and copies added (netlist names) --
signal                   count
flush_buff                 289
l1_output_buff             289
material_definitions_l2   2312
flush_delay                  1
flushing                     4
material_definitions_l1   2312
-- metrics by stage --
stage / setup WS (ns) / power (µW) / instance area, µm²
after floorplan: 37.54 / 2840 / 191000
after global placement: 65.78 / 2910 / 205000
after detailed placement: 65.71 / 2920 / 205000
after CTS: 66.84 / 5040 / 222000
after global routing: 66.58 / 5150 / 222000
final: 66.92 / 4990 / 222000
-- final cells by class --
| class | instances | area [µm²] | share of cell area [%] |
|---|---|---|---|
| timing repair buffer | 815 | 7880 | 3.54 |
| antenna | 23 | 57.6 | 0.0259 |
| tap | 6375 | 7980 | 3.59 |
| clock inverter | 308 | 3200 | 1.44 |
| clock buffer | 651 | 14000 | 6.28 |
| multi-input combinational | 1780 | 32900 | 14.8 |
| sequential | 5207 | 156000 | 70.3 |
| inverter | 1 | 11.3 | 0.00507 |
-- logic make-up (layout without fill, tap and decap cells) --
kind of cell               after synthesis  in the layout  synth area share [%]
adders and majority gates                1              1               0.00655
other                                    0             23                     0
muxes                                 1735           1735                  17.0
DFF                                   5207           5207                  81.8
AOI/OAI and AO/OA                        6              6                0.0190
buffers and inverters                  324           1775                 0.987
and+or+nand+nor                         38             38                0.0983
-- worst max-delay path, stage by stage --
cell and delay (ns):
sky130_fd_sc_hd__clkdlybuf4s50_1 0.82, sky130_fd_sc_hd__nor2_4 0.64, sky130_fd_sc_hd__buf_4 0.65, sky130_fd_sc_hd__nand3b_1 0.40, sky130_fd_sc_hd__nor2_4 0.18, sky130_fd_sc_hd__buf_4 0.53
sky130_fd_sc_hd__buf_4 0.66, sky130_fd_sc_hd__buf_4 0.53, sky130_fd_sc_hd__buf_4 0.65, sky130_fd_sc_hd__buf_4 0.60
Power is estimated from default activity; no workload was simulated.
