## constraint.sdc

```tcl
current_design uart_subsystem

set clk_period 42.8
set clk_io_pct 0.2

create_clock -name clk0 -period $clk_period [get_ports {clk}]

set non_clock_inputs [all_inputs -no_clocks]
set_input_delay [expr $clk_period * $clk_io_pct] -clock clk0 $non_clock_inputs
set_output_delay [expr $clk_period * $clk_io_pct] -clock clk0 [all_outputs]
```

## run.sh

```bash
#!/bin/bash
# OpenROAD 26Q1-2900-gdf79404cd8, Yosys 0.63+post, stock flow scripts
make -C /OpenROAD-flow-scripts/flow DESIGN_CONFIG=/design/flow/config.mk WORK_HOME=/design/flow/orfs finish
```

## config.mk

```make
export PLATFORM = sky130hd
export DESIGN_NAME = uart_subsystem
export DESIGN_NICKNAME = uart_subsystem
export VERILOG_FILES = /design/flow/design.v
export SDC_FILE = /design/flow/constraint.sdc
export NUM_CORES = 4
export LEC_CHECK = 1
export CORE_UTILIZATION = 40
```

## design.v

```verilog
module uart_transmitter(
   uart_busy,    
   uart_tx,      
   uart_wr_i,    
   uart_dat_i,   
   sys_clk_i,    
   sys_rst_i     
);
  input uart_wr_i;
  input [7:0] uart_dat_i;
  input sys_clk_i;
  input sys_rst_i;
  output uart_busy;
  output uart_tx;
  reg [3:0] bitcount;
  reg [8:0] shifter;
  reg uart_tx;
  wire uart_busy = |bitcount[3:1];
  wire sending = |bitcount;
  reg [28:0] d;
  wire [28:0] dInc = d[28] ? (12) : (12 - 15625);
  wire [28:0] dNxt = d + dInc;
  always @(posedge sys_clk_i)
  begin
    d = dNxt;
  end
  wire ser_clk = ~d[28];  
  always @(posedge sys_clk_i)
  begin
    if (sys_rst_i) begin
      uart_tx <= 1;
      bitcount <= 0;
      shifter <= 0;
    end else begin
      if (uart_wr_i & ~uart_busy) begin
        shifter <= { uart_dat_i[7:0], 1'h0 };
        bitcount <= (1 + 8 + 2);
      end
      if (sending & ser_clk) begin
        { shifter, uart_tx } <= { 1'h1, shifter };
        bitcount <= bitcount - 1;
      end
    end
  end
endmodule
`timescale 1ns / 1ps
module uart_processor(
		input clk,
		input rst,
		input uart_tx_busy,
		output reg uart_tx_start,
		output reg [7:0] uart_tx_byte,
		input uart_rx_new_data,
		input [7:0] uart_rx_byte,
		input frame_done,
		input caster_ready,
		output reg stop_caster,
		output reg [95:0] camera_left,
		output reg [95:0] camera_up,
		output reg [95:0] camera_front,
		output reg [95:0] camera_origin,
		output reg          l2_write_enable,
		output reg[2:0]     l2_write_id,
		output reg[289-1:0] l2_write_material,
		output reg          l2_flush_to_l1,
		output reg [2:0]    num_of_objects,
		output reg [2:0]    num_of_lights,
		output reg [95:0] ambient_light_color
    );
	 reg [2:0]    num_of_objects_latch;
	 reg [2:0]    num_of_lights_latch;
	 reg [95:0]   ambient_light_color_latch;
	 initial begin
		 camera_origin[31:0] = 0;
		 camera_origin[63:32] = 0;
		 camera_origin[95:64] = $signed(-83886080);  
		 camera_front[31:0] = 0;
		 camera_front[63:32] = 0;
		 camera_front[95:64] = 16777216;  
		 camera_left[31:0] = 26214;  
		 camera_left[63:32] = 0;
		 camera_left[95:64] = 0;
		 camera_up[31:0] = 0;
		 camera_up[63:32] = 34952;  
		 camera_up[95:64] = 0;
		 l2_write_enable <= 0;
		 l2_write_id <= 0;
		 l2_write_material <= 0;
		 l2_flush_to_l1 <= 0;
		 num_of_objects = 4;
		 num_of_objects_latch = 4;
		 num_of_lights = 2;
		 num_of_lights_latch = 2;
		 ambient_light_color[31:0] = 32'd1677721;
		 ambient_light_color[63:32] = 32'd1677721;
		 ambient_light_color[95:64] = 32'd1677721;
		 ambient_light_color_latch[31:0] = 32'd1677721;
		 ambient_light_color_latch[63:32] = 32'd1677721;
		 ambient_light_color_latch[95:64] = 32'd1677721;
	 end
	 reg [8*256:0] receive_buff;
	 reg [7:0] received_tag;
	 reg [7:0] checksum;
	 reg [7:0] to_receive_len;
	 reg [7:0] received_len;
	 initial receive_buff = 0;
	 initial stop_caster = 0;
	 reg [95:0] camera_left_latch;
	 reg [95:0] camera_up_latch;
	 reg [95:0] camera_front_latch;
	 reg [95:0] camera_origin_latch;
	 parameter STATE_IDLE               = 8'b0000001;
	 parameter STATE_GOT_TAG            = 8'b0000010;
	 parameter STATE_GOT_LEN            = 8'b0000100;
	 parameter STATE_DISPATCH_RES       = 8'b0001000;
	 parameter STATE_COMMIT_CAMERA      = 8'b0010000;
	 parameter STATE_SEND_OUT_FRAME_CTR = 8'b0100000;
	 parameter STATE_COMMIT_SCENE       = 8'b1000000;
	 reg [7:0] state;
	 initial state = STATE_IDLE;
	 parameter TAG_CAMERA_LEFT        = 8'h00;
	 parameter TAG_CAMERA_UP          = 8'h01;
	 parameter TAG_CAMERA_FRONT       = 8'h02;
	 parameter TAG_CAMERA_ORIGIN      = 8'h03;
	 parameter TAG_COMMIT_CAMERA      = 8'h04;
	 parameter TAG_GET_FRAME_NUM      = 8'h05;  
	 parameter TAG_SET_MATERIAL       = 8'h06;  
	 parameter TAG_COMMIT_SCENE       = 8'h07;
	 parameter TAG_SET_NUM_OF_LIGHTS  = 8'h08;
	 parameter TAG_SET_NUM_OF_OBJECTS = 8'h09;
	 parameter TAG_SET_AMBIENT_COLOR  = 8'h0a;
	 parameter TAG_SET_LIGHT          = 8'h0b;  
	 reg[23:0] frame_ctr;
	 reg[23:0] frame_ctr_latch;
	 reg[3:0] bytes_sent;
	 initial frame_ctr = 0;
	 integer i;
	 always @(posedge clk) begin
		uart_tx_start <= 0;
		l2_write_enable <= 0;
		l2_write_id <= 0;
		l2_write_material <= 0;
		l2_flush_to_l1 <= 0;
		if(rst) begin
			state <= STATE_IDLE;
			receive_buff <= 0;
			stop_caster <= 0;
			frame_ctr <= 0;
		end else begin
			if(frame_done) begin
				frame_ctr <= frame_ctr + 1;
			end
			case(state)
				STATE_IDLE: begin
					stop_caster <= 0;
					if(uart_rx_new_data) begin
						received_tag <= uart_rx_byte;
						checksum <= uart_rx_byte;
						state <= STATE_GOT_TAG;
					end
				end
				STATE_GOT_TAG: begin
					if(uart_rx_new_data) begin
						to_receive_len <= uart_rx_byte;
						received_len <= 0;
						checksum <= checksum ^ uart_rx_byte;
						state <= STATE_GOT_LEN;
					end
				end
				STATE_GOT_LEN: begin
					if(to_receive_len == received_len) begin
						if(uart_rx_new_data) begin
							if(checksum == uart_rx_byte) begin
								state <= STATE_DISPATCH_RES;
							end else begin
								uart_tx_start <= 1;
								uart_tx_byte <= 8'hff;
								state <= STATE_IDLE;
							end
						end
					end else begin
						if(uart_rx_new_data) begin
							for(i = 0; i < 8; i = i + 1) begin
								receive_buff[(8*received_len)+i] <= uart_rx_byte[7-i];
							end
							received_len <= received_len+1;
							checksum <= checksum ^ uart_rx_byte;
						end
					end
				end
				STATE_DISPATCH_RES: begin
					uart_tx_start <= 1;
					uart_tx_byte <= 8'h00;
					state <= STATE_IDLE;
					case(received_tag)
					TAG_CAMERA_LEFT: begin
						camera_left_latch <= receive_buff[95:0];
					end
					TAG_CAMERA_UP: begin
						camera_up_latch <= receive_buff[95:0];
					end
					TAG_CAMERA_FRONT: begin
						camera_front_latch <= receive_buff[95:0];
					end
					TAG_CAMERA_ORIGIN: begin
						camera_origin_latch <= receive_buff[95:0];
					end
					TAG_COMMIT_CAMERA: begin
						uart_tx_start <= 0;
						stop_caster <= 1;  
						state <= STATE_COMMIT_CAMERA;
					end
					TAG_GET_FRAME_NUM: begin
						if(uart_tx_busy) begin
							frame_ctr_latch <= frame_ctr;
							bytes_sent <= 0;
							state <= STATE_SEND_OUT_FRAME_CTR;
						end else begin
							state <= STATE_DISPATCH_RES;
						end
					end
					TAG_SET_MATERIAL: begin
						l2_write_enable <= 1;
						l2_write_id <= receive_buff[2:0];
						l2_write_material <= receive_buff[8+289-1:8];
						l2_flush_to_l1 <= 0;
					end
					TAG_COMMIT_SCENE: begin
						uart_tx_start <= 0;
						stop_caster <= 1;  
						state <= STATE_COMMIT_SCENE;
					end
					TAG_SET_NUM_OF_LIGHTS: begin
						num_of_lights_latch <= receive_buff[7:0];
					end
					TAG_SET_NUM_OF_OBJECTS: begin
						num_of_objects_latch <= receive_buff[7:0];
					end
					TAG_SET_AMBIENT_COLOR: begin
						ambient_light_color_latch <= receive_buff[95:0];
					end
					default: begin				
						uart_tx_byte <= 8'h01;
					end
					endcase
				end
				STATE_COMMIT_CAMERA: begin
					if(caster_ready) begin  
						camera_left <= camera_left_latch;
						camera_up <= camera_up_latch;
						camera_front <= camera_front_latch;
						camera_origin <= camera_origin_latch;
						uart_tx_start <= 1;
						uart_tx_byte <= 8'h00;
						state <= STATE_IDLE;  
					end
				end
				STATE_SEND_OUT_FRAME_CTR: begin
					if(bytes_sent == 4) begin
						frame_ctr <= 0;
						state <= STATE_IDLE;
					end else begin
						if(!uart_tx_busy) begin
							uart_tx_start <= 1;
							uart_tx_byte <= frame_ctr_latch[7:0];
							frame_ctr_latch <= frame_ctr_latch >> 8;
							if(uart_tx_start) begin
								bytes_sent <= bytes_sent + 1;
							end
						end
					end
				end
				STATE_COMMIT_SCENE: begin
					if(caster_ready  ) begin  
						l2_write_enable <= 0;
						l2_write_id <= 0;
						l2_write_material <= 0;
						l2_flush_to_l1 <= 1;
						camera_left <= camera_left_latch;
						camera_up <= camera_up_latch;
						camera_front <= camera_front_latch;
						camera_origin <= camera_origin_latch;
						num_of_lights <= num_of_lights_latch;
						num_of_objects <= num_of_objects_latch;
						ambient_light_color <= ambient_light_color_latch;
						uart_tx_start <= 1;
						uart_tx_byte <= 8'h00;
						state <= STATE_IDLE;  
					end
				end
			endcase
		end
	 end
endmodule
`timescale 1ns / 1ps
module uart_receiver(
   uart_data_ready,    
   uart_dat_rx,        
	uart_rx,      
   clk,    
   rst     
    );
	 output reg uart_data_ready;
	 output reg[7:0] uart_dat_rx;
	 input uart_rx;
	 input clk;
	 input rst;
	reg uart_syn;
	reg uart_tmp;
	initial uart_syn = 1;
	initial uart_tmp = 1;
	always @(posedge clk) begin
		if(rst) begin
			uart_syn <= 1;
			uart_tmp <= 1;
		end else begin
			uart_tmp <= uart_rx;
			uart_syn <= uart_tmp;
		end
	end
	reg start_trigger;
	initial start_trigger = 0;
	reg [28:0] d;
	wire [28:0] dInc = d[28] ? (12) : (12 - 15625);
	wire [28:0] dNxt = d + dInc;
	always @(posedge clk)
	begin
		if(start_trigger) begin
			d = dNxt;
		end else begin
			d = 0;
		end
	end
	wire ser_clk = ~d[28];  
	reg prev_rx;
	initial prev_rx = 1;
	reg[8:0] delay;
	reg[3:0] to_receive;
	reg[9:0] rx_buff;
	reg ign;
	always @(posedge clk) begin
		if(rst) begin
			prev_rx <= 1;
			start_trigger <= 0;
			delay <= 0;
			rx_buff <= 0;
			to_receive <= 0;
			uart_data_ready <= 0;
		end else begin
			prev_rx <= uart_syn;
			uart_data_ready <= 0;
			if(delay > 0 && !start_trigger) begin
				if(uart_syn == 1'b1) begin  
					delay <= 0;
				end else begin
					if(delay == 1) begin
						start_trigger <= 1;
						to_receive <= 8+2;  
						delay <= 1;
					end else begin
						delay <= delay-1;
					end
				end
			end else if(!start_trigger) begin
				if(prev_rx == 1'b1 && uart_syn == 1'b0) begin
					delay <= 300;  
				end
			end else begin
				if(ser_clk) begin
					{rx_buff, ign} <= {uart_syn, rx_buff};
					if(to_receive == 0) begin
						if(uart_syn && rx_buff[9]) begin
							uart_data_ready <= 1;
							uart_dat_rx <= rx_buff[8:1];
						end
						start_trigger <= 0;
						delay <= 0;
					end else begin
						to_receive <= to_receive-1;
					end
				end
			end
		end
	end
endmodule
`timescale 1ns / 1ps
module uart_subsystem(
    	input clk,
		input rst,
		output TX,
		input RX,
		output          l2_write_enable,
		output[2:0]     l2_write_id,
		output[289-1:0] l2_write_material,
		output          l2_flush_to_l1,
		input frame_done,
		input caster_ready,
		output reg stop_caster,
		output[95:0] camera_left,
		output[95:0] camera_up,
		output[95:0] camera_front,
		output[95:0] camera_origin,
		output[2:0]    num_of_objects,
		output[2:0]    num_of_lights,
		output[95:0]   ambient_light_color
    );
	wire uart_busy;
	wire uart_wr;
	wire[7:0] uart_dat;
	uart_transmitter uart_transmitter_instance (
		.uart_busy(uart_busy), 
		.uart_tx(TX), 
		.uart_wr_i(uart_wr), 
		.uart_dat_i(uart_dat), 
		.sys_clk_i(clk), 
		.sys_rst_i(rst)
	);
	wire rx_done;
	wire[7:0] rx_byte;
	uart_receiver uart_receiver_instance (
		.uart_data_ready(rx_done), 
		.uart_dat_rx(rx_byte), 
		.uart_rx(RX), 
		.clk(clk), 
		.rst(rst)
	);
	uart_processor uart_processor_instance (
		.clk(clk), 
		.rst(rst), 
		.uart_tx_busy(uart_busy), 
		.uart_tx_start(uart_wr), 
		.uart_tx_byte(uart_dat), 
		.uart_rx_new_data(rx_done), 
		.uart_rx_byte(rx_byte), 
		.l2_write_enable(l2_write_enable),
		.l2_write_id(l2_write_id),
		.l2_write_material(l2_write_material),
		.l2_flush_to_l1(l2_flush_to_l1),
		.frame_done(frame_done),
		.caster_ready(caster_ready), 
		.camera_left(camera_left), 
		.camera_up(camera_up), 
		.camera_front(camera_front), 
		.camera_origin(camera_origin),
		.num_of_objects(num_of_objects),
		.num_of_lights(num_of_lights),
		.ambient_light_color(ambient_light_color)
	);
endmodule
```

==> summary.txt <==
flow finished, numbers: outcome=finished, final reports clean, die area=147000 µm², Num CTS Buffers=approximately 170, CTS tree=yes, Filler Cells Inserted=around 12000, HP Start=uart_processor_instance.camera_up_latch[77], reg2reg start=uart_processor_instance.state[0], Yosys Chip Area=between 50000 and 60000 µm², worst hold path type=flop to flop, gr usage total=0.223, worst hold endpoint=uart_processor_instance.camera_up[77], Clock Path Buffers=3, Post-DRT Antenna Nets=0, Hold Path Depth=0, yosys cell count=3854, Syn. warnings=4, Flops after synth=roughly 1800, Pleak=25.5 nW, Routed WL=about 160000 µm, Gates resized, CTS repair=0, grt total ovfl=0, r2r worst-path depth=7, Least-Margin Pin Slew=around 940 ps, clock sinks=roughly 1800, postcts setup bufs=0, largest net degree at the start of global routing=about 110, vias per cell=between 4 and 5, fp_density=0.405, Hold-fix buffers, CTS=0, highest-delay cell along the critical path=buf_4, # DRC=0, routability cong.=roughly 0.88, Tool Warnings=38, CP most frequent cell=buf_4, Main area contributors=edfxtp_1, dfxtp_1, and2_1, CP endpoint kind=flop, Fin. Hold Viols=0, Final Max Slew Viols=0, detailed-route wire length per cell=roughly 23 µm, EDFF count, synth=roughly 1000, min Tclk post-route=approximately 12000 ps, startpoint types=primary input, most frequent cell after synthesis=edfxtp_1, Final Skew=between 30 and 40 ps, asr flop ratio synth=0, Rel. slew slack=0.371, number of global-route vias before repair=roughly 32000, Synth Area per Inst=15.1 µm², cell type with the largest total area=edfxtp_1, Max IR drop VDD=0.0000310 V, RSZ-0062 raised after global routing=no, antenna violations before repair=1, H-tree depth=4, Mapped Area=roughly 58000 µm², total negative slack=0 ps, num rows=139, Die Ht=around 380 µm, Setup-failing EPs final=0, layout cells sized above 1=0.0768, Post-DP HPWL=between 100000 and 150000 µm, core box area=144000 µm², Top-area cell share=0.540, die width=about 380 µm, r2r endpoint=uart_processor_instance.camera_left[81], synth cell count leaders=edfxtp_1, dfxtp_1, nor2_1, routed via count=between 30000 and 40000, fmax=0.0848 GHz, flop2flop setup slack=38190 ps, Setup CP Type=primary input to flop, Worst Path Max Fanout=just over 60, Synth Instances=around 3900, Dominant flop cell=edfxtp_1, Multi-input gate area=~12000 µm², Register Area=45900 µm², Data arrival, critical path=12210 ps, area grow syn2layout=27.2%, Max-Cap Viols=0, Initial DRT Pass Iterations=28, worst stage delay on the critical path=740 ps, IO Port Bufs=785, worst skew pair latency=about 810 ps, Non-Filler Instances=6762, Unique masters post-synth=slightly below 80, first-pass GRT wire length=around 220000 µm, Worst EP required=43210 ps, initial drt markers=2293, Buf/Inv on CP=4, placed cell count=about 6400, pwr/cell area=45.1 nW/µm², register share after synthesis=0.788, clock root buffer=clkbuf_16, Layout Utilization=0.515, # IOs=~790, CP top delay family=buffers and inverters, period utilization=0.276, crit-path cells=clkdlybuf4s50_1 > nand2b_1 > nor2_4 > buf_4 > buf_4 > buf_4, Clock transition at path regs=roughly 60 ps
-- report_power, final --
group | internal (mW) | total (mW) | switching, mW
Clock | 0.856 | 1.49 | 0.638
Sequential | 1.79 | 1.80 | 0.00529
Combinational | 0.0212 | 0.0549 | 0.0336
Total | 2.67 | 3.34 | 0.676
-- final cells by class --
| cell class | count | area share |
|---|---|---|
| inverters | 32 | 0.00162 |
| clock inverters | 72 | 0.0101 |
| repair buffers | 853 | 0.113 |
| clock buffers | 256 | 0.0667 |
| multi-input cells | 1873 | 0.156 |
| well taps | 1903 | 0.0321 |
| flip-flops and latches | 1770 | 0.620 |
| diodes | 3 | 0.000101 |
-- sequential cells by signal, indices dropped and copies added (netlist names), 9 cells and up --
signal,cells
uart_processor_instance.receive_buff,297
uart_processor_instance.l2_write_material,289
uart_processor_instance.ambient_light_color,96
uart_processor_instance.ambient_light_color_latch,96
uart_processor_instance.camera_front,96
uart_processor_instance.camera_front_latch,96
uart_processor_instance.camera_left,96
uart_processor_instance.camera_left_latch,96
uart_processor_instance.camera_origin,96
uart_processor_instance.camera_origin_latch,96
uart_processor_instance.camera_up,96
uart_processor_instance.camera_up_latch,96
uart_receiver_instance.d,29
uart_transmitter_instance.d,29
uart_processor_instance.frame_ctr,24
uart_processor_instance.frame_ctr_latch,24
uart_receiver_instance.delay,9
uart_receiver_instance.rx_buff,9
uart_transmitter_instance.shifter,9
-- kinds of logic (layout without fill, tap and decap cells) --
family,Yosys count,after routing,synth area share
AOI/OAI and AO/OA,473,473,0.0565
xor gates and xnor gates,111,111,0.0167
adders and majority gates,60,60,0.0131
buffers and inverters,211,1213,0.0145
DFF,1770,1770,0.788
muxes,41,41,0.00707
other,1,4,0.0000644
and+or+nand+nor,1187,1187,0.104
-- worst reg2reg max path: stages (launching register included) --
cell and delay [ps]:
dfxtp_1 360, nor3_1 410, nand2b_1 250, or2_2 400, nor2_4 580, buf_4 760
buf_4 720, buf_4 720
-- per-stage QoR --
stage | power [mW] | hold slack, ps | setup slack, ps | area (µm²)
3_5_place_dp | 1.89 | 405 | 30150 | 68400
2_1_floorplan | 1.87 | 389 | 16660 | 58300
5_1_grt | 3.45 | 409 | 30770 | 74100
3_3_place_gp | 1.89 | 400 | 30220 | 68400
6_report | 3.34 | 397 | 31000 | 74100
4_1_cts | 3.38 | 397 | 31010 | 74100
-- cells in the final DEF (no fill, tap or decap), drive strengths merged, types with 63 or more instances in the layout --
cell / n
buf: 69
a22oi: 184
nand3: 63
clkdlybuf4s50: 784
clkbuf: 256
a21oi: 90
edfxtp: 1048
nand2: 201
nor2: 372
dfxtp: 722
and2: 350
-- layer usage --
layer,up-vias,share of wire,global-route usage
li1,15630,-,-
met1,16056,0.38,0.304
met4,2,0.027,0.0505
met3,189,0.10,0.0974
met5,-,0.00049,0.00357
met2,1160,0.49,0.348
-- worst max path at each step --
stage | from | end | slack [ps] | depth (start not counted)
4_1_cts | caster_ready | uart_processor_instance.camera_left[81] | 31010 | 6
5_1_grt | caster_ready | uart_processor_instance.camera_left[81] | 30770 | 6
6_report | caster_ready | uart_processor_instance.camera_left[81] | 31000 | 6
No activity file was given, so power comes from the tool's default toggle rates.
